## /design/flow/run.sh

```bash
#!/bin/bash
# OpenROAD 26Q1-2900-gdf79404cd8, Yosys 0.63+post, stock flow scripts
make -C /OpenROAD-flow-scripts/flow DESIGN_CONFIG=/design/flow/config.mk WORK_HOME=/design/flow/orfs finish
```

## /design/flow/config.mk

```make
export PLATFORM = sky130hd
export DESIGN_NAME = Instruction_Decode_CC
export DESIGN_NICKNAME = Instruction_Decode_CC
export VERILOG_FILES = /design/flow/design.v
export SDC_FILE = /design/flow/constraint.sdc
export NUM_CORES = 4
export LEC_CHECK = 1
export CORE_UTILIZATION = 50
```

## /design/flow/constraint.sdc

```tcl
current_design Instruction_Decode_CC

set clk_period 2.6
set clk_io_pct 0.2

create_clock -name clk0 -period $clk_period [get_ports {clk}]

set non_clock_inputs [all_inputs -no_clocks]
set_input_delay [expr $clk_period * $clk_io_pct] -clock clk0 $non_clock_inputs
set_output_delay [expr $clk_period * $clk_io_pct] -clock clk0 [all_outputs]
```

## /design/flow/design.v

```verilog
`timescale 1ns / 1ps
module ALU_Decoder(
    input [1:0]ALUOp,
    input [2:0]funct3,
    input [6:0]funct7,op,
    output [3:0]ALUControl
    );
    assign ALUControl = (ALUOp == 2'b00) ? 4'b0000 : 
                        (ALUOp == 2'b01) ? 4'b0001 : 
                        ((ALUOp == 2'b10) & (funct3 == 3'b111)) ? 4'b1011 : 
                        ((ALUOp == 2'b10) & (funct3 == 3'b010)) ? 4'b0100 : 
                        ((ALUOp == 2'b10) & (funct3 == 3'b001)) ? 4'b0011 : 
                        ((ALUOp == 2'b10) & (funct3 == 3'b110) & (funct7[0] == 1'b1)) ? 4'b1010 : 
                        ((ALUOp == 2'b10) & (funct3 == 3'b110) & (funct7[0] == 1'b0)) ? 4'b1001 : 
                        ((ALUOp == 2'b10) & (funct3 == 3'b101) & (funct7[5] == 1'b1)) ? 4'b1000 : 
                        ((ALUOp == 2'b10) & (funct3 == 3'b101) & (funct7[5] == 1'b0)) ? 4'b0111 : 
                        ((ALUOp == 2'b10) & (funct3 == 3'b100) & (funct7[0] == 1'b1)) ? 4'b0110 : 
                        ((ALUOp == 2'b10) & (funct3 == 3'b100) & (funct7[0] == 1'b0)) ? 4'b0101 : 
                        ((ALUOp == 2'b10) & (funct3 == 3'b000) & ({op[5],funct7[5],funct7[0]} == 3'b101)) ? 4'b0010 : 
                        ((ALUOp == 2'b10) & (funct3 == 3'b000) & ({op[5],funct7[5],funct7[0]} == 3'b110)) ? 4'b0001 : 
                                                                                                            4'b0000; 
endmodule
`timescale 1ns / 1ps
module Control_Unit(
    input [6:0]Op,funct7,
    input [2:0]funct3,
    output RegWrite,ALUSrc,MemWrite,ResultSrc,Branch,
    output [1:0]ImmSrc,
    output [3:0]ALUControl
    );
    wire [1:0]ALUOp;
    Main_Decoder MAIN_DE (
        .Op(Op), 
        .RegWrite(RegWrite), 
        .ALUSrc(ALUSrc), 
        .MemWrite(MemWrite), 
        .ResultSrc(ResultSrc), 
        .Branch(Branch), 
        .ImmSrc(ImmSrc), 
        .ALUOp(ALUOp)
        );  
    ALU_Decoder ALU_DE (
        .ALUOp(ALUOp), 
        .funct3(funct3), 
        .funct7(funct7), 
        .op(Op), 
        .ALUControl(ALUControl)
        );
endmodule
`timescale 1ns / 1ps
module Extend(
    input [31:0] In,
    input [1:0] ImmSrc,
    output [31:0] Imm_Ext
    );
    assign Imm_Ext =  (ImmSrc == 2'b00) ? {{20{In[31]}},In[31:20]} : 
                      (ImmSrc == 2'b01) ? {{20{In[31]}},In[31:25],In[11:7]} :
                      (ImmSrc == 2'b10) ? {{20{In[31]}},In[7],In[30:25],In[11:8],1'b0} : 32'h0; 
endmodule 
`timescale 1ns / 1ps
module Instruction_Decode_CC(
    input clk,rst, 
    input RegWriteW,
    input [4:0] RDW, 
    input [31:0] InstrD, 
    input [31:0] ResultW,
    input [31:0] PCD,
    output BranchE, ResultSrcE, MemWriteE, RegWriteE, ALUSrcE,
    output [3:0] ALUControlE,
    output [4:0] RS1E, 
    output [4:0] RS2E,
    output [4:0] RDE, 
    output [31:0] RD1E, 
    output [31:0] RD2E, 
    output [31:0] ImmExtE,
    output [31:0] PCE
);
    wire BranchD, ResultSrcD, MemWriteD, RegWriteD,ALUSrcD;
    wire [1:0] ImmSrcD;
    wire [3:0] ALUControlD;
    wire [31:0] RD1D, RD2D, ImmExtD;
    Control_Unit CU(
        .Op(InstrD[6:0]), 
        .funct7(InstrD[31:25]), 
        .funct3(InstrD[14:12]), 
        .RegWrite(RegWriteD), 
        .ALUSrc(ALUSrcD), 
        .MemWrite(MemWriteD), 
        .ResultSrc(ResultSrcD), 
        .Branch(BranchD), 
        .ImmSrc(ImmSrcD), 
        .ALUControl(ALUControlD)
    );
    Register_File RegFile (
        .clk(clk), 
        .rst(rst), 
        .WE(RegWriteW), 
        .A1(InstrD[19:15]), 
        .A2(InstrD[24:20]), 
        .A3(RDW), 
        .WD(ResultW), 
        .RD1(RD1D), 
        .RD2(RD2D)
    );
    Extend EXT ( 
        .In(InstrD), 
        .ImmSrc(ImmSrcD), 
        .Imm_Ext(ImmExtD)
    );
    REG_2 REG_IDEX (
        .clk(clk),
        .rst(rst),
        .BranchD(BranchD),
        .ResultSrcD(ResultSrcD),
        .MemWriteD(MemWriteD),
        .RegWriteD(RegWriteD),
        .ALUSrcD(ALUSrcD),
        .ALUControlD(ALUControlD),
        .RD1D(RD1D),
        .RD2D(RD2D),
        .ImmExtD(ImmExtD),
        .PCD(PCD),
        .InstrD(InstrD),
        .BranchE(BranchE),
        .ResultSrcE(ResultSrcE),
        .MemWriteE(MemWriteE),
        .RegWriteE(RegWriteE),
        .ALUSrcE(ALUSrcE),
        .ALUControlE(ALUControlE),
        .RS1E(RS1E),
        .RS2E(RS2E),
        .RDE(RDE),
        .RD1E(RD1E),
        .RD2E(RD2E),
        .ImmExtE(ImmExtE),
        .PCE(PCE)
    );
endmodule
`timescale 1ns / 1ps
module Main_Decoder(
    input [6:0]Op,
    output RegWrite,ALUSrc,MemWrite,ResultSrc,Branch,
    output [1:0]ImmSrc,ALUOp
    );
    assign RegWrite = (Op == 7'b0000011 | Op == 7'b0010011 | Op == 7'b0110011 ) ? 1'b1 : 1'b0 ;  
    assign ImmSrc = (Op == 7'b0000011 | Op == 7'b0010011) ? 2'b00 : 
                    (Op == 7'b0100011) ? 2'b01 :  
                    (Op == 7'b1100011) ? 2'b10 :  
                                         2'b00;  
    assign ALUSrc = (Op == 7'b0000011 | Op == 7'b0100011 | Op == 7'b0010011) ? 1'b1 : 1'b0 ;   
    assign MemWrite = (Op == 7'b0100011) ? 1'b1 : 1'b0 ; 
    assign ResultSrc = (Op == 7'b0110011 | Op == 7'b0010011) ? 1'b0 : 
                       (Op == 7'b0000011) ? 1'b1 :  
                                            1'b0 ;
    assign Branch = (Op == 7'b1100011) ? 1'b1 : 1'b0 ; 
    assign ALUOp = (Op == 7'b0110011) ? 2'b10 :  
                   (Op == 7'b1100011) ? 2'b01 :  
                                        2'b00;   
endmodule 
`timescale 1ns / 1ps
module REG_2(
    input clk,rst,
    input BranchD, ResultSrcD, MemWriteD, RegWriteD,ALUSrcD,
    input [3:0] ALUControlD,
    input [31:0] RD1D,RD2D,
    input [31:0] ImmExtD,
    input [31:0] PCD,
    input [31:0] InstrD,
    output reg BranchE, ResultSrcE, MemWriteE, RegWriteE, ALUSrcE,
    output reg [3:0] ALUControlE,
    output reg [4:0] RS1E, RS2E, RDE,
    output reg [31:0] RD1E, RD2E,
    output reg [31:0] ImmExtE,
    output reg [31:0] PCE 
);
    always @(posedge clk or posedge rst) begin
        if (rst) begin
            BranchE <= 0;
            ResultSrcE <= 0;
            MemWriteE <= 0;
            RegWriteE <= 0;
            ALUSrcE <= 0;
            ALUControlE <= 0;
            RS1E <= 0;
            RS2E <= 0;
            RDE <= 0;
            RD1E <= 0;
            RD2E <= 0;
            ImmExtE <= 0;
            PCE <= 0;       
        end else begin
            BranchE <= BranchD;
            ResultSrcE <= ResultSrcD;
            MemWriteE <= MemWriteD;
            RegWriteE <= RegWriteD;
            ALUSrcE <= ALUSrcD;
            ALUControlE <= ALUControlD;
            RS1E <= InstrD[19:15];
            RS2E <= InstrD[24:20];
            RDE <= InstrD[11:7];
            RD1E <= RD1D;
            RD2E <= RD2D;
            ImmExtE <= ImmExtD;
            PCE <= PCD; 
        end
    end
endmodule
`timescale 1ns / 1ps
module Register_File(
    input clk, rst, WE,
    input [4:0] A1, A2, A3,
    input [31:0] WD,
    output [31:0] RD1, RD2
);
reg [31:0] Register [31:0];
integer i;
always @ (posedge clk or posedge rst) begin
    if (rst) begin
        for (i = 0; i < 32; i = i + 1) begin
            Register[i] <= 32'h00000000;
        end
    end else if (WE & (A3 != 5'h00)) begin
        Register[A3] <= WD;
    end
end
assign RD1 = Register[A1];
assign RD2 = Register[A2];
endmodule
```

==> ci_impl_report.md <==
## PnR job results

| Metric | Value |
|---|---|
| Initial drt markers | `5307` |
| WP data required | `2.08 ns` |
| Hold depth | `1` |
| Detailed Routing Iterations Pass 1 | `9` |
| Buffers added on ports | `255` |
| WP data arrival | `2.03 ns` |
| Final core utilization | `0.654` |
| CTS Buffer Depth | `3` |
| Post-route cell area | `70300 um2` |
| Grt ovf | `0` |
| Core ar. | `108000 um2` |
| RSZ-0062 raised after global routing | `no` |
| Final Power | `0.0512 W` |
| Slew @ Worst Pin | `1.03 ns` |
| Crit Path Max Fanout | `20` |
| Leakage power | `31.3 nW` |
| Initial antenna violation count | `14` |
| Top_reg_cell synth | `dfrtp_1` |
| Synth warn | `3` |
| Max-cap violations | `0` |
| Fp_density | `0.506` |
| Hold Crit Start | `InstrD[23]` |
| Vias per std cell | `7.16` |
| Reg2reg end | `REG_IDEX.RD1E[12]$_DFF_PP0_` |
| Worst path cell trace | `clkdlybuf4s50_1` |
| Die span in y | `332 um` |
| Max-slew violation count | `0` |
| Row count | `120` |
| Count of library flops with an enable pin | `0` |
| Cells after Synth | `4540` |
| Global-route wire length before repair | `389 mm` |
| Ports | `256` |
| Achievable frequency | `393 MHz` |
| Setup slack, reg-to-reg | `0.61 ns` |
| Most frequent cells in the layout | `dfrtp_1 (1157), mux2_2 (993), a22oi_1 (835)` |
| Largest net degree at the start of global routing | `76` |
| Vias | `48036` |
| Worst Hold End | `REG_IDEX.RS2E[3]$_DFF_PP0_` |
| Worst Skew | `0.0206 ns` |
| H-tree lvl count | `4` |
| Cycle use final | `0.980` |
| RR Startpoint | `RegFile.Register[24][12]$_DFFE_PP0P_` |
| Fin cells | `6707` |
| Gpl congestion | `1.10` |
| #FFs+latches synth | `1157` |
| Crit Path Class | `flop to output port` |
| ANT nets after route | `0` |
| Die width | `332 um` |
| Critical-path top delay cell | `dfrtp_1` |
| Status | `complete, no violations` |
| Clock slew at reported path FFs | `0.06 ns` |
| Final hold viol count | `0` |
| Avg Cell Area, Syn | `12.0 um2` |
| Fill cells | `7945` |
| DIE AREA | `110000 um2` |
| Register area share after synthesis | `0.532` |
| Relative slew margins | `0.306` |
| Routed wire length per instance | `42.0 um` |
| # hold bufs at CTS | `0` |
| FF-to-FF path depth | `7` |
| Share of cells above drive strength 1 | `0.388` |
| GRT Util Overall | `0.539` |
| Peak VDD IR | `590 uV` |
| Post-DP HPWL | `191 mm` |
| Cell family with most CP delay | `flip-flops` |
| Clock Root Buffer | `clkbuf_16` |
| DRC viols | `0` |
| Setup-failing EPs final | `0` |
| Yosys Instances | `4540` |
| WHS | `0.0659 ns` |
| Area after DPL | `65800 um2` |
| Crit path buffers/inverters | `1` |
| Setup bufs post-CTS | `0` |
| Chip area line of the yosys report | `54400 um2` |
| Crit end category | `output port` |
| Vias in the first global route | `48382` |
| Synth Cell Area | `54400 um2` |
| CTS Sinks | `1157` |
| Type of origin of the critical path | `flop` |
| HP Class | `input port to flop` |
| CP peak stage delay | `0.67 ns` |
| CTS tree | `done` |
| Post-synthesis async set-or-reset flop share | `1.00` |
| Post-Route WL | `282 mm` |
| Distinct lib cells | `60` |
| Post-CTS sizing | `0` |
| Pwr dens | `729 nW/um2` |
| OpenROAD warnings | `27` |
| Top cell excl fill/tap | `dfrtp_1` |
| Total CTS buffers | `132` |
| Clk latency of the worst-skew pair | `0.77 ns` |
| Placed Cells | `6465` |
| Syn-to-layout area delta | `29.3%` |
| Minimum clock period | `2.55 ns` |
-- layer usage --
metal,up-vias,GRT usage,part of all wire
met2,4155,0.695,0.39
met5,-,0.0156,0.0011
met1,23934,0.692,0.35
li1,18522,-,-
met3,1395,0.348,0.17
met4,30,0.314,0.084
-- cells by family after synthesis --
| group | count (synthesis) | share of synthesized area |
|---|---|---|
| AOI/OAI and AO/OA | 1086 | 0.147 |
| xor gates and xnor gates | 1 | 0.000161 |
| buffers and inverters | 494 | 0.0398 |
| DFF | 1157 | 0.532 |
| muxes | 1016 | 0.210 |
| and+or+nand+nor | 786 | 0.0702 |
-- through the flow --
stage / setup slack, ns / TNS, ns
finish: 0.0528 / 0
global route: 0.00648 / 0
CTS: 0.0648 / 0
detailed placement: -0.437 / -30.25
global placement: -0.428 / -26.36
floorplan: -13.89 / -
-- power by group --
group | total [W] | internal (W) | switching (W) | leakage (nW)
registers | 0.0246 | 0.0213 | 0.00331 | 14.8
logic | 0.00696 | 0.00392 | 0.00304 | 14.3
clock network | 0.0197 | 0.0119 | 0.00784 | 2.23
total | 0.0512 | 0.0371 | 0.0142 | 31.3
-- worst max-delay path by stage --
stage | start | end | slack [ns] | cells after the start
after CTS | REG_IDEX.ImmExtE[30]$_DFF_PP0_ | ImmExtE[29] | 0.06 | 1
after global routing | REG_IDEX.ImmExtE[30]$_DFF_PP0_ | ImmExtE[30] | 0.006 | 1
final | REG_IDEX.ImmExtE[30]$_DFF_PP0_ | ImmExtE[17] | 0.05 | 1
-- synthesized netlist by cell type (24+ instances only) --
library cell / count / area share
dfrtp_1: 1157 / 0.53
nand3_1: 51 / 0.0047
a22oi_1: 835 / 0.12
a21oi_1: 99 / 0.0091
a222oi_1: 24 / 0.0044
clkbuf_1: 250 / 0.017
nor3_1: 65 / 0.0060
buf_4: 26 / 0.0036
buf_1: 54 / 0.0037
nor2_1: 174 / 0.012
buf_2: 153 / 0.014
nand2_1: 242 / 0.017
a22o_1: 25 / 0.0040
mux2_2: 993 / 0.21
nand4_1: 115 / 0.013
nor4_1: 34 / 0.0039
-- state kept, by name (all words and copies together), names as in the netlist --
register	count
REG_IDEX.BranchE	1
REG_IDEX.ALUControlE	4
REG_IDEX.RS2E	5
RegFile.Register	1024
REG_IDEX.RS1E	5
REG_IDEX.ResultSrcE	1
REG_IDEX.ImmExtE	13
REG_IDEX.RDE	5
REG_IDEX.PCE	32
REG_IDEX.RegWriteE	1
REG_IDEX.RD1E	32
REG_IDEX.RD2E	32
REG_IDEX.MemWriteE	1
REG_IDEX.ALUSrcE	1
-- worst register-to-register path, stage by stage (launching register included) --
cell and delay [ns]:
dfrtp_1 0.45, mux2i_1 0.25, nor3_1 0.08, a221oi_1 0.21, buf_4 0.16, nand3_1 0.06
or3_1 0.34, o32a_1 0.31
-- cell type report --
class | count | area (um2) | area share
Multi-Input combinational cell | 2889 | 23900 | 0.339
Sequential cell | 1157 | 29000 | 0.412
Tap cell | 1403 | 1760 | 0.0250
Clock inverter | 46 | 722 | 0.0103
Inverter | 8 | 33.8 | 0.000480
Timing Repair Buffer | 1008 | 11100 | 0.159
Antenna cell | 7 | 17.5 | 0.000249
Clock buffer | 189 | 3820 | 0.0544
Power and IR drop assume default switching activity.
