==> config.mk <==
export PLATFORM = sky130hd
export DESIGN_NAME = Execute_CC
export DESIGN_NICKNAME = Execute_CC
export VERILOG_FILES = /design/flow/design.v
export SDC_FILE = /design/flow/constraint.sdc
export NUM_CORES = 4
export LEC_CHECK = 1
export CORE_UTILIZATION = 30
==> constraint.sdc <==
current_design Execute_CC

set clk_period 412.5
set clk_io_pct 0.2

create_clock -name clk0 -period $clk_period [get_ports {clk}]

set non_clock_inputs [all_inputs -no_clocks]
set_input_delay [expr $clk_period * $clk_io_pct] -clock clk0 $non_clock_inputs
set_output_delay [expr $clk_period * $clk_io_pct] -clock clk0 [all_outputs]
==> design.v <==
`timescale 1ns / 1ps
module ALU(
    input [31:0]A,B,
    input [3:0]ALUControl,
    output Carry,OverFlow,Zero,Negative,
    output [31:0]Result
    );
    wire Cout;
    wire [31:0]Sum, Div, Rem;
    Division DIV_MODULE(.A(A), .B(B), .Div(Div), .Rem(Rem));
    assign Sum = (ALUControl[0] == 1'b0) ? (A + B) : (A + ((~B)+1)) ;
    assign {Cout,Result} = (ALUControl == 4'b0000) ? Sum :
                           (ALUControl == 4'b0001) ? Sum :
                           (ALUControl == 4'b0010) ? A * B :
                           (ALUControl == 4'b0110) ? ((B != 0) ? Div : 32'h0) :
                           (ALUControl == 4'b1010) ? ((B != 0) ? Rem : 32'h0) :
                           (ALUControl == 4'b0101) ? A ^ B :
                           (ALUControl == 4'b1001) ? A | B :
                           (ALUControl == 4'b1011) ? A & B :
                           (ALUControl == 4'b0100) ? {{32{1'b0}}, (A < B)}:
                           (ALUControl == 4'b0011) ? ((B < 32'd32) ? A << B : 32'h0) :
                           (ALUControl == 4'b0111) ? ((B < 32'd32) ? A >> B : 32'h0) :
                           (ALUControl == 4'b1000) ? ((B < 32'd32) ? A >>> B : 32'h0) : 32'h0;
    assign OverFlow = ((Sum[31] ^ A[31]) & (~(ALUControl[0] ^ B[31] ^ A[31])) & (~ALUControl[1]));
    assign Carry = ((~ALUControl[1]) & Cout);
    assign Zero = &(~Result);
    assign Negative = Result[31];  
endmodule 
`timescale 1ns / 1ps
module Adder(
    input [31:0] a,b,
    output[31:0] c
    );
assign c = a + b;
endmodule
`timescale 1ns / 1ps
module Division(
    input [31:0] A, B,
    output reg [31:0] Div, Rem
);
    reg signed [31:0] SignedA, SignedB;
    reg [31:0] UnsignedA, UnsignedB;
    reg [31:0] tempDiv, tempRem;
    integer i;
    always @(*) begin
        SignedA = A;
        SignedB = B;
        UnsignedA = A[31] ? -SignedA : SignedA;
        UnsignedB = B[31] ? -SignedB : SignedB;
        if (UnsignedB == 0) begin
            Div = 32'h0;  
            Rem = 32'h0;
        end else begin
            tempDiv = 32'h0;
            tempRem = 32'h0;
            for (i = 31; i >= 0; i = i - 1) begin
                tempRem = {tempRem[30:0], UnsignedA[i]};
                if (tempRem >= UnsignedB) begin
                    tempRem = tempRem - UnsignedB;
                    tempDiv[i] = 1'b1;
                end
            end
            Div = (A[31] ^ B[31]) ? -tempDiv : tempDiv;
            Rem = A[31] ? -tempRem : tempRem;
        end
    end
endmodule
`timescale 1ns / 1ps
module Execute_CC (
    input clk, rst,
    input RegWriteE, ResultSrcE, MemWriteE, BranchE, ALUSrcE,
    input [1:0] ForwardAE, ForwardBE,
    input [3:0] ALUControlE,
    input [4:0] RDE,
    input [31:0] RD1E, RD2E, 
    input [31:0] ImmExtE, 
    input [31:0] PCE, 
    input [31:0] ResultW,
    output RegWriteM, ResultSrcM, MemWriteM, PCSrcE,
    output [4:0] RDM,
    output [31:0] WriteDataM, 
    output [31:0] PCTargetE, 
    output [31:0] ALUResultM
);
    wire ZeroE;
    wire [31:0] SrcAE, SrcBE, ALUResultE, SrcBE_out;
    Mux3 MUX3_E1 (
        .a(RD1E), 
        .b(ResultW), 
        .c(ALUResultM), 
        .s(ForwardAE), 
        .d(SrcAE)
    );
    Mux3 MUX3_E2 (
        .a(RD2E), 
        .b(ResultW), 
        .c(ALUResultM), 
        .s(ForwardBE), 
        .d(SrcBE)
    ); 
    Mux2 MUX_E (
        .a(SrcBE), 
        .b(ImmExtE), 
        .s(ALUSrcE), 
        .c(SrcBE_out)
    );
    ALU ALU (
        .A(SrcAE), 
        .B(SrcBE_out), 
        .ALUControl(ALUControlE), 
        .Carry(), 
        .OverFlow(), 
        .Zero(ZeroE), 
        .Negative(), 
        .Result(ALUResultE)
    );
    Adder ADDER_E (
        .a(PCE), 
        .b(ImmExtE), 
        .c(PCTargetE)
    );
    REG_3 REG_EXMEM (
        .clk(clk), 
        .rst(rst), 
        .ResultSrcE(ResultSrcE), 
        .MemWriteE(MemWriteE), 
        .RegWriteE(RegWriteE), 
        .ALUResultE(ALUResultE), 
        .SrcBE(SrcBE), 
        .RDE(RDE), 
        .ResultSrcM(ResultSrcM), 
        .MemWriteM(MemWriteM), 
        .RegWriteM(RegWriteM), 
        .ALUResultM(ALUResultM), 
        .WriteDataM(WriteDataM), 
        .RDM(RDM)
    );
    assign PCSrcE = BranchE & ZeroE;
endmodule
`timescale 1ns / 1ps
module Mux2(
    input s,
    input [31:0] a,b,
    output[31:0] c
    );
    assign c = (s)? b : a;
endmodule
`timescale 1ns / 1ps
module Mux3(
    input [1:0] s,
    input [31:0] a,b,c,
    output[31:0] d
    );
    assign d = (s==2'b00)? a :
               (s==2'b01)? b : 
               (s==2'b10)? c : 32'hx;
endmodule
`timescale 1ns / 1ps
module REG_3(
    input clk,rst,
    input ResultSrcE, MemWriteE, RegWriteE,
    input [31:0] ALUResultE,
    input [31:0] SrcBE,
    input [4:0] RDE,
    output reg ResultSrcM, MemWriteM, RegWriteM,
    output reg [31:0] ALUResultM,
    output reg [31:0] WriteDataM,
    output reg [4:0] RDM
);
    always @(posedge clk or posedge rst) begin
        if (rst) begin
            RegWriteM <= 0;
            ResultSrcM <= 0;
            MemWriteM <= 0;
            ALUResultM <= 0;
            WriteDataM <= 0;
            RDM <= 0;
        end else begin
            RegWriteM <= RegWriteE;
            ResultSrcM <= ResultSrcE;
            MemWriteM <= MemWriteE;
            ALUResultM <= ALUResultE;
            WriteDataM <= SrcBE;
            RDM <= RDE;
        end
    end
endmodule
==> run.sh <==
#!/bin/bash
# OpenROAD 26Q1-2900-gdf79404cd8, Yosys 0.63+post, stock flow scripts
make -C /OpenROAD-flow-scripts/flow DESIGN_CONFIG=/design/flow/config.mk WORK_HOME=/design/flow/orfs finish
==> results.py <==
# Generated from Yosys and OpenROAD reports
metrics = {
    "hold_path": {
        "hold_path_class": "flop to flop",
    },
    "place": {
        "port_buffers": 284,
        "dp_hpwl_um": 446000,
        "gp_congestion": 1.09,
    },
    "worst_setup_path": {
        "path_class": "input port to primary output",
        "cp-end-kind": "primary output",
        "crit_fanout": 53,
        "critPathLaunchType": "input port",
        "cp.required_ps": 330000,
        "arrival_ps": 200090,
        "cpLargestDelayFamily": "AND-OR/OR-AND gates",
        "regToRegSetupSlack_ps": 296330,
        "crit_path_frequent_cell": "a21oi_1",
        "cpPeakStageDelay_ps": 1100,
        "cp_slowest_cell": "o21ai_0",
        "cp_num_buf_inv": 46,
    },
    "timing": {
        "rsz0062_at_grt": "no",
        "relSlewSlack": 0.0512,
        "finalHoldViolCount": 0,
        "slew_violations": 0,
        "setup_viol": 0,
        "period_minus_slack_ps": 282590,
        "worstMarginPinSlew_ps": 1410,
        "fin_crit_sh": 0.685,
        "fmaxAchievable_mhz": 3.54,
        "setup_tns_ps": 0,
        "skew_ps": 56.7,
    },
    "global_route": {
        "overflow": 0,
        "grt_pass1_wl_um": 753000,
        "grt_usage": 0.346,
        "grt_pass1_vias": 99900,
        "grt_antenna_before_repair": 57,
        "grt_max_degree": 60,
    },
    "drt": {
        "via_count": 107000,
        "routedWlPerCell_um": 30.1,
        "drcViolationCount": 0,
        "firstDrtPassIters": 6,
        "finalWirelength_um": 539000,
        "drtIter0Drc": 10900,
        "via_per_inst": 6.00,
        "detail-route-antenna-nets": 0,
    },
    "clocking": {
        "cts_root_buffer": "clkbuf_16",
        "cts_max_path_buffers": 3,
        "clkLatencyLatePin_ps": 590,
        "clk_pin_slew_ps": 110,
        "cts_buffers": 13,
        "cts-hold-fix-buffers": 0,
        "post_cts_resized": 0,
        "cts.sinks": 72,
        "post_cts_buffers": 0,
        "htree_levels": 3,
        "cts_tree": "yes",
    },
    "logic_synthesis": {
        "syn_avg_cell_area_um2": 6.89,
        "area_leaders": "ha_1 (17%), fa_1 (9.6%), nand2_1 (6.8%), a21oi_1 (6.2%), xnor2_1 (6.1%)",
        "edf_count": 0,
        "top_area_cell": "ha_1",
        "synth_cell_types": 119,
        "yosys.area.top_type_share": 0.169,
        "synthCells": 13400,
        "synth_chip_area_um2": 92500,
        "ys_async_sr_fraction": 1.00,
        "ff_type": "dfrtp_1",
        "yosysCellCount": 13400,
        "syn_area_um2": 92500,
        "yosysWarnings": 2,
        "postSynthSeqShare": 0.0195,
        "ys_seq_elements": 72,
    },
    "floorplanning": {
        "die_h_um": 557,
        "pin_count": 285,
        "die_x_um": 557,
        "core_area_um2": 306000,
        "die_area_um2": 311000,
        "fp_util": 0.302,
        "rows": 203,
    },
    "outcome": {
        "status": "complete, no violations",
    },
    "final_layout": {
        "area_delta_synth_final_pct": 11.5,
        "finish.utilization": 0.337,
        "drive_gt1_frac": 0.0654,
    },
    "job": {
        "tool_warnings": 91,
        "maxCapViolations": 0,
    },
}
## synthesized netlist by cell type (31+ instances only)
library cell,count
and2_1,101
fa_1,442
o22ai_1,58
mux2i_1,168
nand2_1,1671
nand3_1,257
nor4_1,83
or2_2,60
buf_2,42
a211o_1,60
o21ai_1,39
a22oi_1,52
o31ai_1,94
a2111oi_0,42
o21a_1,211
a31o_2,42
o31a_1,40
nor2b_1,102
dfrtp_1,72
nor2_1,1317
o221ai_1,36
a21boi_0,82
inv_1,969
o41ai_1,31
xnor2_1,642
nor3_1,307
nand2b_1,121
a221oi_1,56
a31oi_1,182
mux2_2,81
a21oi_1,1145
o21ai_0,916
a221o_1,32
a211oi_1,183
and3_1,81
ha_1,1248
or3_1,113
o211ai_1,126
a41oi_1,33
xor2_1,314
a21o_1,457
nand4_1,204
buf_1,111
o21bai_1,142
clkbuf_1,341
## final cells by class
cell class	count	area [µm²]
diodes	73	183
clock buffers	14	329
clock inverters	2	35.0
repair buffers	756	6360
inverters	1004	3770
flip-flops and latches	72	1800
multi-input cells	11900	85600
well taps	4100	5130
fillers	33400	203000
## cells by family after synthesis
| family | after synthesis | synth area share |
|---|---|---|
| DFF | 72 | 0.0195 |
| AOI/OAI and AO/OA | 4370 | 0.309 |
| muxes | 255 | 0.0290 |
| and+or+nand+nor | 4585 | 0.226 |
| buffers and inverters | 1508 | 0.0624 |
| adders and majority gates | 1690 | 0.264 |
| xor gates and xnor gates | 956 | 0.0905 |
## cells in the final DEF (no fill, tap or decap), types with 82 or more instances in the layout
cell type	n
nand2_1	1670
nor2_1	1306
ha_1	1247
a21oi_1	1139
inv_1	957
o21ai_0	894
xnor2_1	620
buf_4	472
a21o_1	457
fa_1	442
xor2_1	314
nor3_1	299
clkdlybuf4s50_1	278
nand3_1	257
o21a_1	210
nand4_1	204
a211oi_1	182
a31oi_1	179
mux2i_1	167
o21bai_1	142
o211ai_1	126
nand2b_1	121
or3_1	113
nor2b_1	101
and2_1	100
o31ai_1	91
a21boi_0	82
## routing by layer
metal / GRT usage / share of wire
met2: 0.489 / 0.41
met5: 0.00525 / 0.00073
met3: 0.0950 / 0.10
met1: 0.471 / 0.42
met4: 0.200 / 0.069
## worst min-delay path: cells and delay by family, from the launching register on
kind	cells	cell delay [ps]
AOI/OAI and AO/OA	1	170
buffers and inverters	1	220
and+or+nand+nor	1	100
DFF	1	360
## registers in the layout, summed over array words and instances (netlist names)
name and cells:
REG_EXMEM.MemWriteM 1, REG_EXMEM.RDM 5, REG_EXMEM.WriteDataM 32, REG_EXMEM.ResultSrcM 1, REG_EXMEM.ALUResultM 32, REG_EXMEM.RegWriteM 1
## through the flow
stage          worst slack (ps)  std cells  area [µm²]  hold WS (ps)
2_1_floorplan            139980      13400       92500           476
3_3_place_gp             132980      17800      103000           915
3_5_place_dp             133940      17800      103000           913
4_1_cts                  133460      17800      103000           901
5_1_grt                  124730      17900      103000           926
6_report                 129910      17900      103000           899
## worst paths after layout
check	from	to	cells after the start
setup / recovery	ResultW[1]	PCSrcE	432
hold / removal	REG_EXMEM.ALUResultM[1]$_DFF_PP0_	REG_EXMEM.WriteDataM[1]$_DFF_PP0_	3
setup reg to reg	REG_EXMEM.ALUResultM[1]$_DFF_PP0_	REG_EXMEM.ALUResultM[28]$_DFF_PP0_	429
hold reg to reg	REG_EXMEM.ALUResultM[1]$_DFF_PP0_	REG_EXMEM.WriteDataM[1]$_DFF_PP0_	3
max in group asynchronous	rst	REG_EXMEM.MemWriteM$_DFF_PP0_	4
min in group asynchronous	rst	REG_EXMEM.WriteDataM[18]$_DFF_PP0_	2
